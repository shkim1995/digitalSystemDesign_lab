--- design.v ---
module RegisterFile(addrA, addrB, data_in, CLK, RST, WR, src, dest);
	input [3:0] addrA, addrB; 
	input [15:0] data_in;
	input CLK, RST, WR;
	output reg [15:0] src, dest;
	reg [15:0] data[7:0];
	reg [15:0] i;
	initial begin
		src <= 16'b0;
		dest <= 16'b0;
	end
	always @(posedge CLK or negedge RST) begin
		if(!RST) begin
			for(i=0; i<8; i = i+1) data[i]<=0;
		end
		else if(WR) data[addrB[2:0]] <= data_in;
	end
	always @(*) begin
		src = data[addrA[2:0]];
 		dest = data[addrB[2:0]];
	end
endmodule
--- run.sh ---
#!/bin/bash
# OpenROAD 26Q1-2900-gdf79404cd8, Yosys 0.63+post, stock flow scripts
make -C /OpenROAD-flow-scripts/flow DESIGN_CONFIG=/design/flow/config.mk WORK_HOME=/design/flow/orfs finish
--- config.mk ---
export PLATFORM = sky130hd
export DESIGN_NAME = RegisterFile
export DESIGN_NICKNAME = RegisterFile
export VERILOG_FILES = /design/flow/design.v
export SDC_FILE = /design/flow/constraint.sdc
export NUM_CORES = 4
export LEC_CHECK = 1
export CORE_UTILIZATION = 30
--- constraint.sdc ---
current_design RegisterFile

set clk_period 2.8
set clk_io_pct 0.2

create_clock -name clk0 -period $clk_period [get_ports {CLK}]

set non_clock_inputs [all_inputs -no_clocks]
set_input_delay [expr $clk_period * $clk_io_pct] -clock clk0 $non_clock_inputs
set_output_delay [expr $clk_period * $clk_io_pct] -clock clk0 [all_outputs]
==> run summary <==
run results: FP Util=30.74%, Cells after Synth=562, Final min period=2739 ps, total CTS buffers=17, Max stage delay cell, worst path=clkdlybuf4s50_1, Die Height=154.8 um, Routed WL per cell=20.59 um, Setup crit end kind=output pin, WP data arrival=2180 ps, flip-flop count of the largest register after layout=128, Max-Cap Viols=0, Synth top area share=45.75%, Clock Power Share=35.0%, Worst Path Buf+Inv=4, Final WS setup=60.65 ps, diode count=0, DP HPWL=13,560 um, Final Hold Violation Tally=0, Synth top cell by count=dfrtp_1, Residual DRC=0, count of input and output buffers=56, CP max FO=8, Avg Cell Area, Syn=12.46 um^2, I/O Pins=59, deepest clock path buffer count=2, Post-Route WL=20,220 um, Synth Warn #=2, clk sinks=128, first-pass GRT wire length=31,960 um, Tightest Pin Transition=693.9 ps, Comb pwr share=22.7%, EDFF count, synth=0, post-placement cell area=8219 um^2, max-slew violations=0, crit-path leading delay family=buffers and inverters, pin count of the biggest net entering global routing=129, Power Total=6.093 mW, layout cells sized above 1=37.52%, Synth area leaders=dfrtp_1 (46%), mux2_2 (20%), mux2i_1 (8.0%), Worst-path clk slew=50 ps, Area growth syn-to-layout=27.25%, Setup CP Type=in2out, Final Cycle Share=97.83%, DR iter-0 viols=210, root buf cell=clkbuf_16, Late-Pin Clk Latency=410 ps, CTS tree=yes, OpenROAD warnings=29, Switching Power=1.596 mW, Worst VDD drop=0.5187 mV, Sw Ratio=26.19%, GRT Util Overall=18.03%, Routed Antenna Nets=0, Registers, synthesis=128, sequential share of power=42.3%, core area=22,780 um^2, vias in the first global route=5,463, Startpoint Class=input port, area leader, netlist=dfrtp_1, Yosys chip area=7002 um^2, CP Cell Sequence=dlygate4sd2_1 > buf_4 > or3_4 > buf_12 > o22a_1 > clkdlybuf4s50_1, skew final=0 ps, Dominant flop cell=dfrtp_1, largest registers=data x128, # Cells Yosys=562, final instance area=8910 um^2, mapped cell area=7002 um^2, post-synthesis async set-or-reset flop share=100.0%, die area=23,950 um^2, Crit path required time=2240 ps, fmax=0.3651 GHz, Final Util=39.12%, Seq share, synth=45.75%, cts hold-fix bufs=0, top cells by count=dfrtp_1 (128), mux2_2 (126), mux2i_1 (56), dpl ws=-290.1 ps, Fin Hold WS=256.7 ps, Power Internal=4.497 mW, vias=5,154, Final Setup Violations=0, max_slew headroom=53.74%, CP peak stage delay=420 ps, RSZ-0062 raised after global routing=no, leakage=3.770 nW, worst hold path type=in2async, DRT Pass-1 Iters=4, initial antenna violation count=0, Die Width=154.8 um, pwr dens=683.9 nW/um^2, status=completed, drt via density=5.248, Final GP Congestion=0.8779, post-synthesis cell type count=38, Reg with most FFs=data, Row Count=55, grt ovf=0, H-tree levels=4
-- placed cells by master (no fill, tap or decap), types with 3 or more instances in the layout --
cell type / netlist / layout
a32oi_1: 12 / 12
a211oi_1: 16 / 16
a21oi_1: 14 / 14
buf_4: 6 / 51
nand2_1: 6 / 6
nor2_1: 16 / 15
nor3b_1: 30 / 30
mux2_4: 10 / 10
nand2b_1: 15 / 15
buf_2: 16 / 3
a22oi_1: 12 / 12
dfrtp_1: 128 / 128
buf_6: 4 / 9
buf_12: 1 / 7
o22ai_1: 18 / 18
clkbuf_8: 0 / 7
clkdlybuf4s50_1: 0 / 42
mux2i_1: 56 / 56
mux2_1: 4 / 4
clkbuf_16: 0 / 17
a31oi_1: 12 / 12
clkbuf_1: 19 / 3
o22a_1: 18 / 18
dlygate4sd2_1: 0 / 9
mux2_2: 126 / 126
-- area by class of cell --
type / count / area, um^2
Timing Repair Buffer: 123 / 1166
Fill cell: 2093 / 13870
Multi-Input combinational cell: 385 / 3561
Tap cell: 313 / 391.6
Sequential cell: 128 / 3203
Inverter: 2 / 7.507
Clock inverter: 4 / 47.55
Clock buffer: 27 / 533.0
-- routing by layer --
layer  vias to the layer above  routed length (um)  track usage (%)
li1                       2338                   -                -
met1                      2616                9330            26.43
met2                       177                9002            26.65
met3                        23                1577            6.450
met4                         0                 304            2.735
met5                         -                   0                0
-- final timing paths --
kind,startpoint,to,slack [ps],cells after the start
worst max-delay path,addrB[0],dest[0],60,6
worst min-delay path,RST,data[4][4],260,2
worst max register to register,data[5][14],data[5][14],2000,1
worst min register to register,data[5][13],data[5][13],510,1
max in group asynchronous,RST,data[3][8],2040,2
min in group clk0,data[5][13],data[5][13],510,1
-- cell families (layout without fill, tap and decap cells) --
| logic type | count (synthesis) | after routing | share of synthesized area [%] |
|---|---|---|---|
| simple gates | 81 | 81 | 7.720 |
| compound gates | 106 | 106 | 10.94 |
| buf+inv | 49 | 156 | 3.896 |
| flops | 128 | 128 | 45.75 |
| mux | 198 | 198 | 31.70 |
-- repair_timing --
| action | in CTS | in global routing |
|---|---|---|
| endpoints found under the hold margin | 0 | 0 |
| setup buffers | 3 | 0 |
| pin swaps | 9 | 2 |
| setup endpoints to repair | 32 | 5 |
| gates resized | 29 | 5 |
| gates cloned | 1 | 0 |
-- per-stage QoR --
| stage | setup TNS (ps) | std cells |
|---|---|---|
| after floorplan | 0 | 562 |
| after global placement | -6708 | 947 |
| after detailed placement | -6752 | 947 |
| after CTS | 0 | 982 |
| after global routing | 0 | 982 |
| final | 0 | 982 |
-- power groups by stage --
stage / Clock, mW / Combinational [mW] / Sequential (mW)
4_1_cts: 2.17 / 1.40 / 2.57
5_1_grt: 2.26 / 1.50 / 2.63
6_report: 2.13 / 1.38 / 2.58
Power figures rest on the tool's default switching activity, not on a simulated workload.
