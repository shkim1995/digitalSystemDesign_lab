[./design.v]
`timescale 1ns / 100ps
module mux16 (
input [15:0] input1,
input [15:0] input0,
input select1,
output [15:0] output1
);
assign output1 = select1 ? input1 : input0;
endmodule
module shifter (
input	[15:0]	in,
input	[4:0]	RLamount,
input			lui,
output	[15:0]	out
);    
wire [15:0] out1,out2,out3,out4,out5,out6,out7,out8;
mux16 mux16_minus_3 (
    .input1({1'b0, in[15:1]}),
    .input0({9'b0, in[15:9]}),
    .select1(RLamount[3]),
    .output1(out1));
mux16 mux16_minus_2 (
    .input1(out1),
    .input0({4'b0, out1[15:4]}),
    .select1(RLamount[2]),
    .output1(out2));
mux16 mux16_minus_1 (
    .input1(out2),
    .input0({2'b0, out2[15:2]}),
    .select1(RLamount[1]),
    .output1(out3));
mux16 mux16_minus_0 (
    .input1(out3),
    .input0({1'b0, out3[15:1]}),
    .select1(RLamount[0]),
    .output1(out4));
mux16 mux16_plus_3 (
    .input1({in[7:0], 8'b0}),
    .input0(in),
    .select1(RLamount[3]),
    .output1(out5));
mux16 mux16_plus_2 (
    .input1({out5[11:0], 4'b0}),
    .input0(out5),
    .select1(RLamount[2]),
    .output1(out6));
mux16 mux16_plus_1 (
    .input1({out6[13:0], 2'b0}),
    .input0(out6),
    .select1(RLamount[1]),
    .output1(out7));
mux16 mux16_plus_0 (
    .input1({out7[14:0], 1'b0}),
    .input0(out7),
    .select1(RLamount[0]),
    .output1(out8));
assign out = (lui) ? {in[7:0],8'b0} : ( (RLamount[4]) ? out4 : out8 );
endmodule
[./run.sh]
#!/bin/bash
# OpenROAD 26Q1-2900-gdf79404cd8, Yosys 0.63+post, stock flow scripts
make -C /OpenROAD-flow-scripts/flow DESIGN_CONFIG=/design/flow/config.mk WORK_HOME=/design/flow/orfs finish
[./config.mk]
export PLATFORM = sky130hd
export DESIGN_NAME = shifter
export DESIGN_NICKNAME = shifter
export VERILOG_FILES = /design/flow/design.v
export SDC_FILE = /design/flow/constraint.sdc
export NUM_CORES = 4
export LEC_CHECK = 1
export CORE_AREA = 10 10 107 107
export DIE_AREA = 0 0 117 117
[./constraint.sdc]
current_design shifter

set clk_period 3.0
set clk_io_pct 0.2

create_clock -name clk0 -period $clk_period

set non_clock_inputs [all_inputs -no_clocks]
set_input_delay [expr $clk_period * $clk_io_pct] -clock clk0 $non_clock_inputs
set_output_delay [expr $clk_period * $clk_io_pct] -clock clk0 [all_outputs]
==> GITHUB_STEP_SUMMARY <==
### Flow metrics

| Metric | Value |
|---|---|
| Tool warnings | `34` |
| Fin Hold WS | `1.72 ns` |
| Met1 capacity usage during global routing | `0.132` |
| Post-DRT Antenna Nets | `0` |
| FFs & Latches | `0` |
| Critical path class | `input port to primary output` |
| Actual slew at the worst max-slew pin | `0.361 ns` |
| Remaining DRCs | `0` |
| GP Congestion | `approximately 0.92` |
| Max Clock Freq | `~340 MHz` |
| N_diodes | `0` |
| Crit path DAT | `approximately 2.4 ns` |
| Slew Limit Headroom | `0.755` |
| Seq pwr share | `0` |
| Floorplan Utilization | `0.148` |
| Total congestion overflow | `0` |
| Final Hold Vio Count | `0` |
| Number of global-route vias before repair | `~1800` |
| Psw | `between 0.15 and 0.2 mW` |
| Vias per Instance | `about 4.9` |
| P_int | `approximately 0.22 mW` |
| Register area | `0 um2` |
| Cell Area, Synth | `approximately 0.0014 mm2` |
| Hpwl dp | `5060 um` |
| Syn. warnings | `0` |
| Cells after Synth | `approximately 190` |
| Hold/Removal Path Class | `input port to primary output` |
| Element type at the critical path start | `input port` |
| Mean Syn Cell Area | `slightly above 7 um2` |
| Die Wd | `between 100 and 150 um` |
| RSZ-0062 raised after global routing | `yes` |
| Core Footprint | `0.00920 mm2` |
| Dominant logic cell types in the final layout | `buf_4 (57), dlygate4sd2_1 (21), mux2i_1 (17)` |
| First drt pass iteration count | `4` |
| Port Buf Inserts | `38` |
| Period minus WS final | `between 2 and 3 ns` |
| Initial antenna violation count | `0` |
| Final setup viols | `0` |
| Grt peak-use layer | `met2` |
| Power per cell area | `about 160 mW/mm2` |
| Gate power share | `1.000` |
| Outcome | `completed` |
| Initial DRC Count | `116` |
| Total Power | `0.402 mW` |
| Req. time, crit path | `~2.4 ns` |
| Sw frac | `0.443` |
| Layout cells sized above 1 | `0.411` |
| Die ar. | `approximately 0.014 mm2` |
| Met3 GRT Util | `0.0129` |
| Die Ht | `roughly 120 um` |
| Crit path max fanout | `5` |
| VDD IR max | `between 0.05 and 0.06 mV` |
| Synth cell types | `49` |
| CP Capture Type | `primary output` |
| Most numerous logic cell after layout | `buf_4` |
| All-Layer GR Usage | `0.0916` |
| Num rows | `35` |
| YS chip area | `roughly 0.0014 mm2` |
| Max cap viols | `0` |
| Clock power share | `0` |
| Leak pwr | `roughly 1.1 nW` |
| Final wirelength | `between 6000 and 7000 um` |
| CLK BUF | `0` |
| Yosys stat cell total | `between 150 and 200` |
| Wirelength per Cell | `~17 um` |
| Num ports | `38` |
| Register area share after synthesis | `0` |
| Max Slew Vio Count | `0` |
| First-pass GRT wire length | `between 9000 and 10000 um` |
| Met2 usage | `0.149` |
| Post-layout period usage | `0.984` |
| Synthesis-to-layout area growth | `84.6%` |
| Via total after detailed routing | `approximately 1900` |
| Largest net degree at the start of global routing | `15` |
[cells in the mapped netlist (5+ instances only)]
| cell | number | share of area |
|---|---|---|
| nor2b_1 | 11 | 0.051 |
| nor2_1 | 15 | 0.041 |
| a21oi_1 | 10 | 0.037 |
| mux2_2 | 15 | 0.12 |
| nand3_1 | 9 | 0.033 |
| nand2b_1 | 6 | 0.028 |
| mux2i_1 | 20 | 0.15 |
| o221ai_1 | 5 | 0.032 |
| clkbuf_1 | 8 | 0.022 |
| nand2_1 | 14 | 0.039 |
| o21ai_0 | 8 | 0.029 |
| buf_2 | 7 | 0.026 |
[per-stage QoR]
| stage | util | worst slack (ns) | instance area [um2] | TNS (ns) | cells |
|---|---|---|---|---|---|
| finish | 0.273 | 0.0495 | 2510 | 0 | 386 |
| global route | 0.273 | -0.0181 | 2510 | -0.0314 | 386 |
| CTS | 0.260 | -0.0191 | 2390 | -0.0306 | 382 |
| detailed placement | 0.242 | -0.478 | 2230 | -6.41 | 374 |
| global placement | 0.242 | -0.476 | 2230 | -6.38 | 374 |
| floorplan | - | 0.587 | 1360 | 0 | 190 |
[worst max-delay path: stages]
cell and delay (ns):
buf_4 0.15, buf_12 0.14, mux2_4 0.32, a22o_1 0.26, mux2_4 0.29, nor2b_1 0.11, nor4_1 0.06, clkdlybuf4s50_1 0.42
[power by group through the flow]
stage	Sequential, mW	Clock [mW]	Combinational [mW]
5_1_grt	0	0	0.434
6_report	0	0	0.402
4_1_cts	0	0	0.378
[layout make-up]
type / count / area (um2)
inverter: 3 / 15.0
fill: 979 / 6690
tap: 111 / 139
timing repair buffer: 103 / 955
multi-input combinational: 169 / 1400
[kinds of logic after synthesis]
group / after synthesis / share of synthesized area
muxes: 40 / 0.343
and+or+nand+nor: 74 / 0.284
AOI/OAI and AO/OA: 55 / 0.292
buffers and inverters: 21 / 0.0810
[worst paths after layout]
path	from	end	depth (start not counted)	slack (ns)
worst min-delay path	in[6]	out[14]	4	1.72
worst max-delay path	RLamount[2]	out[4]	8	0.05
[metal layers]
metal,routed length (um),part of all wire,up-vias
li1,-,-,909
met1,2870,0.45,898
met2,2990,0.47,68
met3,490,0.077,5
met4,47,0.0073,0
met5,0,0,-
[what timing repair did]
item | in CTS | in global routing
buffers inserted | 6 | 3
gates resized | 60 | 23
endpoints found under the hold margin | 0 | 0
cloned | 2 | 1
endpoints found under the setup margin | 16 | 13
pin swaps | 4 | 6
hold buffers | 0 | 0
Power is estimated from default activity; no workload was simulated.
